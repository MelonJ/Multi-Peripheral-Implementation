==> flow/design.v <==
`timescale 1ns / 1ps
module BGR_Top(clk,out);
input clk;
output [2:0] out;
reg [2:0] out;
wire w1;  
  divider_1Hz D1(clk,w1);
  RGB R1(w1,out);
endmodule
`timescale 1ns / 1ps
module RGB(clk, BGR);
input clk;
output [2:0] BGR;
reg [2:0]BGR;      
reg [2:0]state = 3'b000;  
  always @(posedge clk)  
  begin
  state <= state + 1;
  end
  always @(state)
  begin
  case(state) 
  3'b000: BGR <= 3'b001;  
  3'b001: BGR <= 3'b010;  
  3'b010: BGR <= 3'b011;  
  3'b011: BGR <= 3'b100;  
  3'b100: BGR <= 3'b101;  
  3'b101: BGR <= 3'b110;  
  3'b110: BGR <= 3'b111;  
  3'b111: BGR <= 3'b000;  
  endcase
  end
endmodule
`timescale 1ns / 1ps
module divider_1Hz(clk,clkout);
input clk;
output clkout;
wire clk;
reg clkout;
reg [25:0] count;
always @(posedge clk)  
begin
   if(count == 50000000)     
   begin 
      count <= 0;
      clkout <= ~clkout;  
   end
   else
   begin
   count <= count + 1;        
   end
end
endmodule
==> flow/run.sh <==
#!/bin/bash
# OpenROAD 26Q1-2900-gdf79404cd8, Yosys 0.63+post, stock flow scripts
make -C /OpenROAD-flow-scripts/flow DESIGN_CONFIG=/design/flow/config.mk WORK_HOME=/design/flow/orfs finish
==> flow/config.mk <==
export PLATFORM = sky130hd
export DESIGN_NAME = BGR_Top
export DESIGN_NICKNAME = BGR_Top
export VERILOG_FILES = /design/flow/design.v
export SDC_FILE = /design/flow/constraint.sdc
export NUM_CORES = 4
export LEC_CHECK = 1
export CORE_UTILIZATION = 30
==> flow/constraint.sdc <==
current_design BGR_Top

set clk_period 3.9
set clk_io_pct 0.2

create_clock -name clk0 -period $clk_period [get_ports {clk}]

set non_clock_inputs [all_inputs -no_clocks]
set_input_delay [expr $clk_period * $clk_io_pct] -clock clk0 $non_clock_inputs
set_output_delay [expr $clk_period * $clk_io_pct] -clock clk0 [all_outputs]
==> impl_metrics.py <==
# Metrics from the implementation run
metrics = {
    "min_path": {
        "hold_class": "reg2reg",
    },
    "layout": {
        "layout-drive-gt1-share": 0.0458,
        "area_delta_synth_final_pct": 8.73,
        "regArea_sq_um": 611,
        "nFillCells": 427,
        "comb_area_sq_um": 731,
        "postLayoutCellArea_sq_um": 1530,
        "final_core_util": 0.346,
    },
    "clock_network": {
        "numCtsBuffers": 3,
        "clock_latency_ns": 0.27,
        "htreeDepth": 1,
        "hold_buffers": 0,
        "clockBufferDepth": 2,
        "post-cts-setup-buffers": 0,
        "root_buffer": "clkbuf_8",
        "clkSlewWorstSetupHoldPaths_ns": 0.09,
        "cts_resized": 0,
        "cts_tree": "done",
    },
    "placed_design": {
        "place_area_sq_um": 1480,
        "hpwl_mm": 1.73,
        "gp_congestion": 0.843,
        "port_buffers": 3,
    },
    "yosys": {
        "syn_area_sq_um": 1400,
        "yosysTopAreaCell": "dfxtp_1",
        "ys_seq_elements": 30,
        "yosysChipArea_sq_um": 1400,
        "syn_inst": 150,
        "yosys_cells": 150,
        "avgSynthCellArea_sq_um": 9.36,
        "ys_warn_count": 2,
        "synth_cell_type_count": 30,
        "synth_top_area_share": 0.414,
        "topCellsByArea": "dfxtp_1 41%, xnor2_1 8.1%, ha_1 5.3%",
        "postSynthSeqShare": 0.435,
    },
    "route": {
        "routed_via_density": 5.10,
        "routed_wl_mm": 2.39,
        "diodes": 0,
        "via_count": 1045,
        "drt-wirelength-per-cell_um": 11.7,
        "drc": 0,
        "drtPass1Iterations": 5,
        "ant_nets": 0,
        "drt_iter0_markers": 42,
    },
    "power": {
        "p_sw_mw": 0.0829,
        "sw_frac_of_total": 0.191,
        "power_density_nw_per_um2": 284,
        "ir_drop_mv": 0.165,
        "p_leak_nw": 0.522,
        "p_clk_frac": 0.360,
        "pwr-share-seq": 0.640,
        "power.internal_mw": 0.350,
        "p_comb_frac": 0,
    },
    "status": {
        "status": "complete, no violations",
    },
    "grt": {
        "globalRouteMet2Util": 0.140,
        "grtUsageTotal": 0.0991,
        "grt_max_degree": 15,
        "grt_first_pass_wirelength_mm": 3.97,
        "grt-ovfl-total": 0,
        "met1_usage": 0.167,
        "grt_pass1_vias": 846,
        "grt_use_met3": 0.0117,
        "antenna_found_initial": 0,
        "grt-busiest-layer": "met1",
    },
    "die": {
        "die_y_um": 70.4,
        "dieArea_sq_um": 4960,
        "fp.dieW_um": 70.4,
        "core_area_sq_um": 4410,
        "row_count": 24,
        "boundaryPins": 4,
        "fp_util": 0.318,
    },
    "worst_setup_path": {
        "required_ns": 3.80,
        "cp.arrival_ns": 2.04,
        "cp_max_fo": 12,
        "start_kind": "flop",
        "worst-setup-path-type": "reg2reg",
        "end_kind": "flop",
    },
    "timing": {
        "fmax_mhz": 469,
        "hold_violations": 0,
        "setup_viol_count_final": 0,
        "slew_headroom": 0.430,
        "period_needed_ns": 2.13,
        "tightestPinTransition_ns": 0.852,
        "unclocked_regs": 3,
        "untimed_endpoints": 6,
        "final.setup.tns_ns": 0,
        "finClkSkew_ns": 0.00281,
        "rsz0062_at_grt": "no",
        "slew_violations": 0,
        "fin_crit_sh": 0.547,
    },
    "job": {
        "openroad.warnings": 29,
        "drv_cap": 0,
    },
}
## power groups by stage
stage / Sequential, mW / Clock (mW) / Combinational, mW
4_1_cts: 0.277 / 0.162 / 0.000000254
5_1_grt: 0.277 / 0.171 / 0.000000254
6_report: 0.277 / 0.156 / 0.000000254
## registers in the layout (all words and copies together) (netlist names)
signal / count
R1.state: 3
D1.count: 26
D1.clkout: 1
## metal layers
layer | share of wire | wire [um]
met3 | 0.017 | 41
met2 | 0.42 | 1010
met5 | 0 | 0
met4 | 0.017 | 40
met1 | 0.54 | 1300
## cells in the final DEF, fill, tap and decap left out, types with 4 or more instances in the layout
cell	synthesis	layout
and4_1	4	4
a21oi_1	5	5
xnor2_1	13	13
nand3_1	9	9
dfxtp_1	29	29
inv_1	10	10
ha_1	6	6
nand4_1	12	12
nand2_1	7	7
nor2_1	9	9
nor4_1	4	4
o21ai_0	7	7
or3_1	5	5
mux2i_1	6	6
## path summary, 6_finish.rpt
check,startpoint,endpoint,cells after the start,slack [ns]
max,D1.count[0],D1.clkout,5,1.77
min,D1.count[10],D1.count[10],1,0.49
max reg2reg,D1.count[0],D1.clkout,5,1.77
min reg2reg,D1.count[10],D1.count[10],1,0.49
## Yosys cell counts
| library cell | count |
|---|---|
| dfxtp_1 | 29 |
| xnor2_1 | 13 |
| nand4_1 | 12 |
| inv_1 | 10 |
| nand3_1 | 9 |
| nor2_1 | 9 |
| nand2_1 | 7 |
| o21ai_0 | 7 |
| ha_1 | 6 |
| mux2i_1 | 6 |
| a21oi_1 | 5 |
| or3_1 | 5 |
| and4_1 | 4 |
| nor4_1 | 4 |
| and3_1 | 3 |
| xor2_1 | 3 |
| clkbuf_1 | 2 |
| nor3_1 | 2 |
| nor4b_1 | 2 |
| or4_1 | 2 |
| a31o_2 | 1 |
| buf_2 | 1 |
| buf_4 | 1 |
| clkbuf_2 | 1 |
| edfxtp_1 | 1 |
| nand4_4 | 1 |
| nor2b_1 | 1 |
| nor4bb_1 | 1 |
| o32ai_1 | 1 |
| or3_2 | 1 |
## kinds of logic (layout without fill, tap and decap cells)
logic type	count (synthesis)	after routing	synth area share
compound gates	14	14	0.0553
xor+xnor	16	16	0.0998
flops	30	30	0.435
fa+ha+maj	6	6	0.0535
mux	6	6	0.0428
buf+inv	15	18	0.0446
simple gates	63	63	0.269
## metrics by stage
| stage | setup slack (ns) | cells | hold WS (ns) | power, mW |
|---|---|---|---|---|
| after floorplan | 2.11 | 150 | 0.449 | 0.283 |
| after detailed placement | 1.74 | 201 | 0.477 | 0.283 |
| final | 1.77 | 205 | 0.495 | 0.433 |
| after global routing | 1.63 | 205 | 0.519 | 0.448 |
| after global placement | 1.85 | 201 | 0.481 | 0.283 |
| after CTS | 1.73 | 205 | 0.498 | 0.439 |
## final cells by class
cell class,instances,area share
sequential,30,0.400
inverter,10,0.0246
multi-input combinational,105,0.479
tap,52,0.0426
clock buffer,4,0.0295
timing repair buffer,4,0.0246
## worst max-delay path, cell delays in order (launching register included)
cell and delay (ns):
dfxtp_1 0.36, inv_1 0.07, ha_1 0.13, nor4bb_1 0.26, nand4_1 0.23, nor2_1 0.72
Power is estimated from default activity; no workload was simulated.
