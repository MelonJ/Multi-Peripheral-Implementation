==> ./design.v <==
`timescale 1ns / 1ps
module LED_LIGHTSHOW(clk, LED0, LED1, keypad_entry);
input clk, keypad_entry;
output [7:0] LED0, LED1; 
wire clk, keypad_entry;  
reg [7:0] LED0, LED1;  
reg [25:0] count;  
reg [19:0] count2 = 0;  
reg clkout;
reg led_switch = 0;  
reg[19:0] on5 = 943718;  
reg[19:0] on90 = 52429;  
parameter ON = 8'b1111_1111;  
   parameter OFF = 8'b0000_0000;  
always @(posedge clk)  
begin
   if(count == 50000000)     
   begin 
      count <= 0;
      clkout <= ~clkout;  
   end
   else
   begin
   count <= count + 1;        
   end
end
always@(posedge clkout)
begin
    led_switch = ~led_switch;
end
always@(posedge clk)
begin
    count2 <= count2 + 1;
end    
always@(posedge clk)
begin
   if(keypad_entry == 1)  
   begin
        if(led_switch == 1)  
        begin
            LED0 <= (on5 >= count2)?ON:OFF;  
            LED1 <= (on90 >= count2)?ON:OFF;  
        end
        else if(led_switch == 0)  
        begin
            LED0 <= (on90 >= count2)?ON:OFF;  
            LED1 <= (on5 >= count2)?ON:OFF;   
        end
   end  
   else if(keypad_entry == 0)  
   begin
        LED1 <= OFF;
        LED0 <= OFF;
   end
end
endmodule
==> ./run.sh <==
#!/bin/bash
# OpenROAD 26Q1-2900-gdf79404cd8, Yosys 0.63+post, stock flow scripts
make -C /OpenROAD-flow-scripts/flow DESIGN_CONFIG=/design/flow/config.mk WORK_HOME=/design/flow/orfs finish
==> ./config.mk <==
export PLATFORM = sky130hd
export DESIGN_NAME = LED_LIGHTSHOW
export DESIGN_NICKNAME = LED_LIGHTSHOW
export VERILOG_FILES = /design/flow/design.v
export SDC_FILE = /design/flow/constraint.sdc
export NUM_CORES = 4
export LEC_CHECK = 1
export CORE_UTILIZATION = 40
==> ./constraint.sdc <==
current_design LED_LIGHTSHOW

set clk_period 3.3
set clk_io_pct 0.2

create_clock -name clk0 -period $clk_period [get_ports {clk}]

set non_clock_inputs [all_inputs -no_clocks]
set_input_delay [expr $clk_period * $clk_io_pct] -clock clk0 $non_clock_inputs
set_output_delay [expr $clk_period * $clk_io_pct] -clock clk0 [all_outputs]
==> results.toml <==
# synthesis and place-and-route metrics
[final_timing]
setup_viol = 0
rsz0062_at_grt = "false"
period_used_pct = 61.2
final_max_slew_viol_count = 0
hold_viol_final = 0
final.setup_skew_ns = 0.00401
relSlewSlack_pct = 43.0
untimed_endpoints = 1
min_period_ns = 2.02
fmax_ghz = 0.495
unclocked_regs = 1
setup_tns_ns = 0
tightest_slew_ns = 0.848

[power]
p_comb_share_pct = 0.1
switchingPower_mw = 0.195
irDropWorstVdd_v = 0.000197
power.internal_mw = 0.783
seqPwrFrac_pct = 60.5
leakage_nw = 0.946
power_density_nw_per_um2 = 395
clkPwrFrac_pct = 39.3
switching_share_pct = 20.0

[cells_and_area]
fill_cells = 506
final_layout_size_suffix_gt1_share_pct = 5.74
stdcell_area_sq_um = 2470
area_growth_pct = 9.95
finalCoreUtilization_pct = 47.0
comb_area_sq_um = 1080
ff_latch_area_sq_um = 1010

[critical_path]
rrSetupSlack_ns = 1.28
cp_top_family = "simple AND/OR/NAND/NOR gates"
cp.required_ns = 3.49
crit_path_end = "count[20]$_SDFF_PN0_"
r2r-end = "count[20]$_SDFF_PN0_"
critical_path_buf_inv_count = 0
crit_start = "count[6]$_SDFF_PN0_"
cp.arrival_ns = 2.21
end_kind = "register"
critPathMaxFanout = 16
critPathMaxStageDelay_ns = 0.74
cp_cell_sequence = "nor4_1 > nand4b_1 > nor4_4 > nand3b_1 > o21ai_0"
critPathLaunchType = "register"
rr_startpoint = "count[6]$_SDFF_PN0_"
cp_num_cells = 5
critPathSlowestCell = "nor4_4"
crit_type = "register to register"
ff2ff_path_depth = 5

[synth]
netlist_area_sq_um = 2250
synth_flops = 50
edf_count = 1
avgSynthCellArea_sq_um = 9.42
largest_area_cell = "dfxtp_1"
ys_warn_count = 1
yosys-stat-area_sq_um = 2250
synthTopCellsByArea = "dfxtp_1, xor2_1, xnor2_1"
synth.most_common_cell = "dfxtp_1"
yosys.stat.seqShare_pct = 44.9
async_flop_share_pct = 0
syn_inst = 239
yosys-top-cells-count = "dfxtp_1, nand2_1, xor2_1"
synth_cell_types = 35
yosys.area.top_type_share_pct = 43.6
ys_cells = 239
synth-main-ff-cell = "dfxtp_1"

[global_routing]
grt_usage_pct = 13.0
antenna_found_initial = 0
grt_pass1_vias = 1338
grt_overflow = 0
grt_pass1_wl_um = 6170
grt_max_degree = 17

[clocking]
numCtsBuffers = 5
insertion_delay_ns = 0.30
clk_path_buf_depth = 2
hold_buffers = 0
htree_levels = 2
cts_setup_buffers = 0
cts_tree = "done"
cts-resized-gates = 0
path_clk_slew_ns = 0.09
cts_root_buf = "clkbuf_8"

[drt]
wl_per_cell_um = 11.5
via_per_inst = 5.02
initialDrtViolationCount = 74
post-route-drc-count = 0
n_antenna_cell = 0
final_antenna_net_count = 0
first_pass_iters = 4
vias = 1575
routed_wl_um = 3600

[die]
die-width_um = 77.0
core_sq_um = 5270
std_cell_rows = 26
die_area_sq_um = 5930
die_h_um = 77.0
ioPinCount = 18
initCoreUtil_pct = 42.7

[flow_run]
max_cap_violations = 0
tool_warnings = 27

[worst_hold_path]
hold_start = "count2[0]$_DFF_P_"
hold_depth = 1
worst_hold_path_type = "register to register"

[placement]
routabilityCongestion = 0.805
place_area_sq_um = 2370
portBuffers = 17
dp_hpwl_um = 2490

[run_status]
status = "completed"
## worst min-delay path by stage
stage                 slack, ns                 to
after CTS                  0.45  count2[0]$_DFF_P_
after global routing       0.47  count2[0]$_DFF_P_
final                      0.44  count2[0]$_DFF_P_
## cell type report
cell class	instances	share of cell area [%]
clock inverters	1	0.202
clock buffers	7	3.89
flip-flops and latches	50	40.8
multi-input cells	163	43.7
repair buffers	17	6.88
well taps	70	3.54
inverters	6	0.910
## routing by layer
| metal | vias up | GRT usage, % | wire (um) |
|---|---|---|---|
| met1 | 725 | 21.3 | 1960 |
| met2 | 31 | 18.7 | 1440 |
| met3 | 5 | 2.54 | 143 |
| met5 | - | 0 | 0 |
| li1 | 814 | - | - |
| met4 | 0 | 1.89 | 59 |
## cells by family (layout without fill, tap and decap cells)
logic type	after synthesis	in the layout	synth area share, %
buffers and inverters	26	31	7.00
flip-flops	50	50	44.9
adder cells (fa/ha/maj)	4	4	2.22
AND/OR/NAND/NOR	107	107	27.0
AND-OR/OR-AND	14	14	4.11
XOR/XNOR	38	38	14.8
## power by group through the flow
| stage | sequential, mW | combinational, mW | clock, mW |
|---|---|---|---|
| finish | 0.592 | 0.00137 | 0.385 |
| CTS | 0.592 | 0.00140 | 0.401 |
| global route | 0.593 | 0.00146 | 0.425 |
## flip-flops by register name, indices dropped and copies added, names as in the netlist
signal and count:
led_switch 1, LED1 1, clkout 1, LED0 1, count 26, count2 20
## cells in the final DEF (no fill, tap or decap), types with 5 or more instances in the layout
master	n
clkbuf_8	7
o21ai_0	7
dfxtp_1	49
clkdlybuf4s50_1	17
inv_1	6
nand2_1	22
nand3b_1	5
nor3_1	9
nor2_1	17
and3_1	9
xor2_1	20
nand4_1	8
nand3_1	19
xnor2_1	18
## stage by stage
step	hold slack (ns)	power, mW	std cells	setup WS [ns]
floorplan	0.406	0.606	239	1.70
global placement	0.422	0.608	306	1.34
detailed placement	0.425	0.608	306	1.28
CTS	0.446	0.994	314	1.27
global route	0.472	1.02	314	1.09
finish	0.441	0.978	314	1.28
Power is estimated from default activity; no workload was simulated.
